==> /design/flow/design.v <==
`timescale 1ns / 1ps
module seg7decimal(
    input [15:0] x,
    input clk,
    input clr,
    output reg [6:0] a_to_g,
    output reg [3:0] an,
    output wire dp 
	 );
wire [1:0] s;	 
reg [3:0] digit;
wire [3:0] aen;
reg [19:0] clkdiv;
assign dp = 1;
assign s = clkdiv[19:18];
assign aen = 4'b1111;  
always @(posedge clk) 
	case(s)
	0:digit = x[3:0];  
	1:digit = x[7:4];  
	2:digit = x[11:8];  
	3:digit = x[15:12];  
	default:digit = x[3:0];
	endcase
	always @(*)
case(digit)
0:a_to_g = 7'b1000000; 
1:a_to_g = 7'b1111001; 
2:a_to_g = 7'b0100100; 
3:a_to_g = 7'b0110000; 
4:a_to_g = 7'b0011001; 
5:a_to_g = 7'b0010010; 
6:a_to_g = 7'b0000010; 
7:a_to_g = 7'b1111000; 
8:a_to_g = 7'b0000000; 
9:a_to_g = 7'b0010000; 
'hA:a_to_g = 7'b0111111;  
'hB:a_to_g = 7'b1111111;  
'hC:a_to_g = 7'b1110111;
default: a_to_g = 7'b0000000;  
endcase
always @(*)begin
an=4'b1111;
if(aen[s] == 1)
an[s] = 0;
end
always @(posedge clk or posedge clr) begin
if ( clr == 1)
clkdiv <= 0;
else
clkdiv <= clkdiv+1;
end
endmodule
==> /design/flow/run.sh <==
#!/bin/bash
# OpenROAD 26Q1-2900-gdf79404cd8, Yosys 0.63+post, stock flow scripts
make -C /OpenROAD-flow-scripts/flow DESIGN_CONFIG=/design/flow/config.mk WORK_HOME=/design/flow/orfs finish
==> /design/flow/config.mk <==
export PLATFORM = sky130hd
export DESIGN_NAME = seg7decimal
export DESIGN_NICKNAME = seg7decimal
export VERILOG_FILES = /design/flow/design.v
export SDC_FILE = /design/flow/constraint.sdc
export NUM_CORES = 4
export LEC_CHECK = 1
export CORE_AREA = 10 10 106 106
export DIE_AREA = 0 0 116 116
==> /design/flow/constraint.sdc <==
current_design seg7decimal

set clk_period 5.0
set clk_io_pct 0.2

create_clock -name clk0 -period $clk_period [get_ports {clk}]

set non_clock_inputs [all_inputs -no_clocks]
set_input_delay [expr $clk_period * $clk_io_pct] -clock clk0 $non_clock_inputs
set_output_delay [expr $clk_period * $clk_io_pct] -clock clk0 [all_outputs]
==> impl_metrics.yaml <==
# flow metrics
setup_path:
  crit_type: "reg -> out"
  cp-start-kind: "flop"
  path_max_fanout: 10
  rr_worst_depth: 6
  cp.required_ns: 4.00
  worst_ep_arrival_time_ns: 1.56
  r2r-start: "clkdiv[18]"
  cp-end-kind: "output port"
  reg2reg_setup_slack_ns: 2.99
  timing.rr.end: "a_to_g[3]"
synth:
  synthMuxAreaShare: 0.08719
  ys_cells: 125
  ys_warn_count: 1
  synthTopLogicFamily: "simple AND/OR/NAND/NOR gates"
  edf_count: 0
  ff_type: "dfrtp_1"
  synth_cell_types: 32
  syn_area_um2: 1378
  seq_area_frac_synth: 0.4650
  synth_cells: 125
  xor_share: 0.1208
  synthArstFlopShare: 0.7407
  compound_area_frac: 0.04087
  top_cell: "dfrtp_1"
  area_leaders: "dfrtp_1 (36%), dfxtp_1 (10%), mux4_2 (6.5%)"
  yosys-stat-area_um2: 1378
  ys.flops: 27
  adder_share: 0.05450
  netlist_top_cells_count: "dfrtp_1 (20), nand3_1 (10), xor2_1 (10)"
  postSynthAreaPerCell_um2: 11.02
  top_area_frac: 0.3633
  ys_sh_simple: 0.1789
  top_area_cell: "dfrtp_1"
clock_network:
  cts_buffers: 3
  clk_pin_slew_ns: 0.09
  clk_latency_ns: 0.26
  postCtsSetupRepairBufs: 0
  tritoncts: "done"
  htree_levels: 1
  clock-root-buffer: "clkbuf_8"
  clock_tree.buffer_depth: 2
  post_cts_resized: 0
  cts.sinks: 27
  cts_hold_buf: 0
final_timing:
  fmax_mhz: 390.5
  worst_pin_slew_ns: 0.7476
  setup_tns_ns: 0
  slew_viol_final: 0
  slew_headroom: 0.5011
  hold_viol_final: 0
  layout_min_cycle_time_ns: 2.561
  period_used_share: 0.5122
  rsz0062_at_grt: "false"
  clock_skew_ns: 0.003020
  setup_viol: 0
worst_hold_path:
  hold_path_end: "clkdiv[12]"
  holdCritPathClass: "reg -> reg"
  hold_start: "clkdiv[12]"
  min_path_cells: 1
job:
  tool_warnings: 29
  drv_cap: 0
floorplanning:
  die_w_um: 116
  die_area_um2: 13460
  die_h_um: 116
  fp-utilization: 0.1557
  placementRows: 34
  num_io_pins: 30
  core_area_um2: 8848
status:
  outcome: "finished, final reports clean"
route:
  n_antenna_cell: 0
  drcViolationCount: 0
  drt_first_pass_iters: 4
  post_drt_wl_per_cell_um: 10.41
  vias_per_cell: 3.604
  antenna_left: 0
  drt_iter0_drc: 31
  wl_mm: 2.706
  via_count: 937
global_routing:
  grt_pass1_wl_mm: 4.671
  antenna_found_initial: 0
  grtUsageTotal: 0.04180
  grt_max_degree: 21
  grt_pass1_vias: 1007
  gr-total-overflow: 0
place:
  finalWeightedCongestion: 0.7709
  port_buffers: 28
  dp_hpwl_mm: 2.129
pwr:
  irDropWorstVdd_uv: 119.4
  finalPower_mw: 0.3894
  powerDensity_nw_per_um2: 216.9
  leakage_nw: 0.7679
final_layout:
  fillers: 966
  area_growth_pct: 30.34
  drive_gt1_frac: 0.06579
worst max-delay path, cell delays in order, from the launching register on:
cell             delay, ns
dfrtp_1               0.54
or2_2                 0.34
clkdlybuf4s50_1       0.41
worst max path at each step:
| stage | from | end | depth (start not counted) |
|---|---|---|---|
| final | clkdiv[18] | an[0] | 2 |
| after global routing | clkdiv[18] | an[0] | 2 |
| after CTS | clkdiv[18] | an[0] | 2 |
state kept, by name, summed over array words and instances (netlist names):
signal / cells
a_to_g: 7
clkdiv: 20
kinds of logic after synthesis:
logic type	count (synthesis)
AND-OR/OR-AND	8
XOR/XNOR	19
adder cells (fa/ha/maj)	6
buffers and inverters	12
flip-flops	27
multiplexers	7
other	1
AND/OR/NAND/NOR	45
power by group:
part           internal (mW)  switching, mW
Combinational         0.0294         0.0160
Clock                 0.0569         0.0631
Sequential             0.223        0.00119
through the flow:
stage	util	instances	hold WS [ns]	worst slack (ns)	cell area, um^2
after floorplan	-	125	0.4342	2.795	1378
after global placement	0.1978	256	0.4556	2.324	1750
after detailed placement	0.1978	256	0.4571	2.309	1750
after CTS	0.2029	260	0.4734	2.396	1795
after global routing	0.2029	260	0.5018	2.365	1795
final	0.2029	260	0.4725	2.439	1795
placed cells by master (no fill, tap or decap):
cell,instances
clkdlybuf4s50_1,28
xnor2_1,9
or2b_1,1
nand2b_4,1
and3_1,1
mux4_2,4
conb_1,1
nor2b_1,1
o21bai_1,2
nand2_1,7
and4_1,3
clkbuf_1,1
nor2_1,6
a21oi_1,1
nor3_1,6
nand2b_1,3
dfxtp_1,7
clkbuf_8,3
nand4_1,3
a21boi_2,1
a211oi_1,1
nand3_1,10
or2_2,1
ha_1,6
a21boi_0,1
nor3b_1,1
mux2i_1,3
or2_1,1
dfrtp_1,20
inv_1,7
o21ai_0,2
xor2_1,10
routing by layer:
metal / share of wire / up-vias / GRT usage / wire (um)
met1: 0.45 / 434 / 0.05011 / 1208
li1: - / 480 / - / -
met2: 0.45 / 21 / 0.07053 / 1211
met3: 0.095 / 2 / 0.01884 / 258
met4: 0.011 / 0 / 0.003336 / 29
met5: 0 / - / 0 / 0
layout make-up:
cell class | instances | area (um^2) | share of cell area
Tap cell | 108 | 135.1 | 0.07526
Multi-Input combinational cell | 86 | 668.1 | 0.3721
Timing Repair Buffer | 28 | 280.3 | 0.1561
Inverter | 7 | 26.28 | 0.01463
Sequential cell | 27 | 640.6 | 0.3568
Clock buffer | 4 | 45.04 | 0.02509
Power and IR drop assume default switching activity.
