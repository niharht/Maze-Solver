**flow/config.mk**
```make
export PLATFORM = sky130hd
export DESIGN_NAME = step_to_seg7
export DESIGN_NICKNAME = step_to_seg7
export VERILOG_FILES = /design/flow/design.v
export SDC_FILE = /design/flow/constraint.sdc
export NUM_CORES = 4
export LEC_CHECK = 1
export CORE_AREA = 10 10 100 100
export DIE_AREA = 0 0 110 110
```
**flow/constraint.sdc**
```tcl
current_design step_to_seg7

set clk_period 12.0
set clk_io_pct 0.2

create_clock -name clk0 -period $clk_period [get_ports {clk}]

set non_clock_inputs [all_inputs -no_clocks]
set_input_delay [expr $clk_period * $clk_io_pct] -clock clk0 $non_clock_inputs
set_output_delay [expr $clk_period * $clk_io_pct] -clock clk0 [all_outputs]
```
**flow/design.v**
```verilog
`timescale 1ns / 1ps
module step_to_seg7(clk, steps, seg7_rep);
  input clk;
  input [15:0] steps;
  output reg [15:0] seg7_rep;
  always @ (posedge clk)
	begin
    seg7_rep[15:12] <= 4'b0000;  
    seg7_rep[11:8]  <= 4'b0000;  
    seg7_rep[7:4] <= (steps / 4'b1010);  
    seg7_rep[3:0]  <= (steps % 4'b1010);  
	end
endmodule
```
**flow/run.sh**
```bash
#!/bin/bash
# OpenROAD 26Q1-2900-gdf79404cd8, Yosys 0.63+post, stock flow scripts
make -C /OpenROAD-flow-scripts/flow DESIGN_CONFIG=/design/flow/config.mk WORK_HOME=/design/flow/orfs finish
```
==> summary.txt <==
impl run done, here's what came out: status completed, total count of max-transition violations in the final report 0, remaining number of nets flagged by the antenna check after routing 0, Inserted Clock Buffers 3, Routed wire per std cell 14.5 um, leading cell types by total area after synthesis dfxtp_1, nor2_1, nand3_1, nor3_1, a211oi_1, combined area of all synthesized cells roughly 2300 um^2, share of flip-flops with an asynchronous set or reset after synthesis 0%, transition time of the tightest slew-check pin around 0.85 ns, Hold Path Class in -> reg, final non-filler cell total 419, count of pins on the block boundary 33, unrepaired setup endpoints after global routing false, Final Routed Wirelength 6.07 mm, Static Leak 0.000868 uW, post-CTS resize count 0, Tool Warnings 25, Arr. time, crit path roughly 8.1 ns, Cell Count Post-Placement 416, critical path peak fanout 15, count of inserted antenna diode cells 0, First-pass DRT Iterations 4, Die W 110 um, highest cell delay on the worst timing path 0.75 ns, number of flip-flops in the largest register 8, standard cell core area 7810 um^2, Cell variety after synth 86, vias per inst 5.91, largest registers seg7_rep: 8 flops, global route overflow 0, final setup violation count 0, worst hold-check slack about 2.6 ns, number of violations reported at the end of detailed-routing iteration 0 between 200 and 250, Post-DP Area 2480 um^2, Biggest register seg7_rep, launch instance of the worst min-delay path steps[0], required arrival time at the worst endpoint about 12 ns, pin count of the biggest net entering global routing 25, CTS tree done, PD cells 105 nW/um^2, Max stage delay cell, worst path a211oi_2, Seq/Total Area, Yosys about 7.1%, critical path, cell by cell clkdlybuf4s50_1, or2_1, and2_1, a211oi_2, o21ai_0, o221a_2, or4b_1, and4_4, and3_4, a2111o_1, nor3_4, a211oi_1, a211oi_2, nor4_1, a311o_1, a211o_1, reported max-cap violation count 0, fraction of post-synthesis cell area in the top cell type by area 7.10%, area enclosed by the die boundary roughly 12000 um^2, number of storage elements in the synthesis netlist 8, final number of hold-violating endpoints 0, cell type contributing the most total cell area after synthesis dfxtp_1, kind of end point of the critical path flip-flop, highest clock frequency the design can meet 125 MHz, detailed-route via count 2476, number of global-route vias before repair approximately 2200, setup total negative slack 0 ns, Hold EP seg7_rep[0], mean area per synthesized cell 7.18 um^2, proportion of layout cells with a drive suffix above 1 10.7%, Worst path top cell family by delay AND-OR/OR-AND gates, Yosys warnings 1, global-route usage over all layers under 10%, final instance area between 2000 and 3000 um^2, synthesis-to-layout area growth 11.9%, CTS sink cnt 8, count of cells along the worst hold path 1, kind of critical path in -> reg, total of hold buffers inserted after clock tree synthesis 0, placer congestion estimate 0.904, clock-pin slew on the worst setup and hold paths roughly 0.040 ns, root buf cell clkbuf_8, DRC viols 0, Main synth FF type dfxtp_1, final critical delay including setup and external delays ~8.0 ns, buffers and inverters on the worst path 1, pre-placement core utilization just under 30%, EDFF count, synth 0, post-synthesis instance total 314, crit path launch type primary input, post-CTS setup buffer count 0, CP dominant cell by count a211oi_2, antenna violations before repair 0, global-route wire length before repair 10.1 mm, maximum buffer depth of the clock tree 2, share of the clock period used by the worst path 66.9%, number of rows in the core area 32, H-tree levels 1, die boundary height 110 um, number of port buffers 24, headroom to the max-slew limit 43.4%, ys cells 314, yosys stat chip area about 2300 um^2, VDD IR max 0.0339 mV, half-perimeter wire length of the detailed placement result between 4 and 5 mm
logic make-up (layout without fill, tap and decap cells):
kind of cell | count (synthesis) | after routing | share of synthesized area, %
simple gates | 123 | 123 | 30.8
buf+inv | 43 | 39 | 9.76
fa+ha+maj | 2 | 2 | 0.887
xor+xnor | 3 | 3 | 1.16
mux | 6 | 6 | 2.72
flops | 8 | 8 | 7.10
compound gates | 128 | 128 | 47.4
other cells | 1 | 8 | 0.166
per-layer routing:
metal | global-route usage, % | part of all wire, % | vias to the layer above | wire (um)
met1 | 14.7 | 50 | 1132 | 3060
li1 | - | - | 1261 | -
met2 | 14.4 | 44 | 77 | 2690
met3 | 0.999 | 4.3 | 6 | 264
met5 | 0 | 0 | - | 0
met4 | 1.49 | 0.86 | 0 | 52
how the worst max path moves through the flow:
| stage | from | endpoint | slack (ns) | cells past startpoint |
|---|---|---|---|---|
| 6_report | steps[11] | seg7_rep[1] | 3.97 | 16 |
| 5_1_grt | steps[11] | seg7_rep[1] | 3.53 | 16 |
| 4_1_cts | steps[11] | seg7_rep[1] | 4.02 | 16 |
through the flow:
step / worst slack, ns / utilization [%] / total power, uW
4_1_cts: 4.02 / 32.3 / 266
2_1_floorplan: 5.20 / - / 182
3_5_place_dp: 3.78 / 31.8 / 233
6_report: 3.97 / 32.3 / 265
3_3_place_gp: 3.88 / 31.8 / 232
5_1_grt: 3.53 / 32.3 / 288
Yosys cell counts, types with 7 or more instances:
cell	instances
nor3_1	16
nor4_1	9
nand2_1	14
clkbuf_1	15
a31oi_1	8
buf_4	10
dfxtp_1	8
nor2_1	24
a21oi_1	14
a211oi_1	10
nand4_1	8
inv_1	7
nand3_1	16
o21ai_0	15
and2_1	7
power by group:
part	total, uW	switching, uW	leakage [uW]	internal, uW
logic	193	107	0.000779	86.3
registers	40.1	2.28	0.0000673	37.9
clock network	31.2	9.59	0.0000216	21.6
total	265	119	0.000868	146
cell usage in the layout (no fill, tap or decap), types with 3 or more instances in the layout:
cell type / n
nand4_1: 8
xnor2_1: 3
nor2_1: 24
and2_1: 7
clkbuf_8: 3
conb_1: 8
a211o_1: 4
inv_1: 7
nand3_1: 16
nor4_1: 9
nand2_1: 14
o211a_1: 5
nor3_1: 16
clkinv_1: 3
o211ai_1: 3
o22ai_1: 5
o21a_1: 4
o21ai_0: 15
o221ai_1: 4
a31oi_1: 8
a21oi_1: 14
mux2i_1: 5
o2111ai_1: 6
dfxtp_1: 8
a211oi_1: 10
nand2b_1: 5
o31ai_1: 6
clkdlybuf4s50_1: 24
area by class of cell:
type / count / area, um^2
Timing Repair Buffer: 26 / 255
Clock buffer: 3 / 41.3
Multi-Input combinational cell: 270 / 1900
Sequential cell: 8 / 160
Fill cell: 812 / 5280
Tap cell: 102 / 128
Inverter: 10 / 37.5
Power is estimated from default activity; no workload was simulated.
